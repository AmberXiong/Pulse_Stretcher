==> /design/flow/design.v <==
`timescale 1ns / 1ps
module pulse_synchronise(
    input pulse_in,
    input clk_in,
    input clk_out,
    input rst,
    output reg pulse_out
    );
 reg set;
 reg in_reg1,in_reg2,in_reg3;
 reg set_reg1,set_reg2,set_reg3;
 reg en,en_reg1,en_reg2,en_reg3;
 always@(posedge clk_in)
  begin
   if(rst)
    begin
    in_reg1<=0;
    in_reg2<=0;
    in_reg3<=0;
    set_reg1<=0;
    set_reg2<=0;
    set_reg3<=0;
    en<=0;
    end
   else
    begin
     in_reg1<=pulse_in;
     in_reg2<=in_reg1;
     in_reg3<=in_reg2;
     set_reg1<=set;
     set_reg2<=set_reg1;
     set_reg3<=set_reg2;
     if(in_reg2==1'b1&&in_reg3==1'b0)
      begin en<=1; end
     else if(set_reg2==1'b1&&set_reg3==1'b0)
      begin en<=0; end
     else begin en<=en; end
    end
  end
 always@(posedge clk_out)
  begin
   if(rst)
    begin
     en_reg1<=0;
     en_reg2<=0;
     en_reg3<=0;
     set<=0;
     pulse_out<=0;
    end
   else
    begin
     en_reg1<=en;
     en_reg2<=en_reg1;
     en_reg3<=en_reg2;
     if(en_reg2==1'b1&&en_reg3==1'b0)
      begin 
       pulse_out<=1;
       set<=1;
      end
     else 
      begin
       if(en_reg2==1'b0&&en_reg3==1'b1)
        begin
         pulse_out<=0;
         set<=0;
        end
       else
        begin
         pulse_out<=0;
         set<=set;
        end
      end
    end
  end   
endmodule
==> /design/flow/run.sh <==
#!/bin/bash
# OpenROAD 26Q1-2900-gdf79404cd8, Yosys 0.63+post, stock flow scripts
make -C /OpenROAD-flow-scripts/flow DESIGN_CONFIG=/design/flow/config.mk WORK_HOME=/design/flow/orfs finish
==> /design/flow/config.mk <==
export PLATFORM = sky130hd
export DESIGN_NAME = pulse_synchronise
export DESIGN_NICKNAME = pulse_synchronise
export VERILOG_FILES = /design/flow/design.v
export SDC_FILE = /design/flow/constraint.sdc
export NUM_CORES = 4
export LEC_CHECK = 1
export CORE_AREA = 10 10 70 70
export DIE_AREA = 0 0 80 80
export SYNTH_HDL_FRONTEND = slang
==> /design/flow/constraint.sdc <==
current_design pulse_synchronise

set clk_period 1.1
set clk_io_pct 0.2

create_clock -name clk0 -period $clk_period [get_ports {clk_in}]
create_clock -name clk1 -period $clk_period [get_ports {clk_out}]

set non_clock_inputs [all_inputs -no_clocks]
set_input_delay [expr $clk_period * $clk_io_pct] -clock clk0 $non_clock_inputs
set_output_delay [expr $clk_period * $clk_io_pct] -clock clk0 [all_outputs]
==> results.json <==
{
  "cp-end-kind": "primary output",
  "grt_pass1_vias": 230,
  "ys_cells": 30,
  "drt-pass1-iter-count": 2,
  "detail_route.wl_per_cell_um": 6.07,
  "cpPeakStageDelay_ns": 0.29,
  "grt_max_degree": 7,
  "synthCells": 30,
  "rsz0062_at_grt": "false",
  "antenna_found_initial": 0,
  "die_y_um": 80,
  "first_iter_violations": 2,
  "worstReg2RegEnd": "set",
  "ys_types": 11,
  "leakagePower_nw": 0.208,
  "cp.arrival_ns": 0.75,
  "setup_slack_ns": 0.129,
  "p_total_uw": 913,
  "crit_buf_inv": 1,
  "rows": 21,
  "cts_tree": "yes",
  "max_cap_violations": 0,
  "critPathSlowestCell": "dfxtp_1",
  "powerDensity_nw_per_um2": 1720,
  "ys_async_sr_fraction": 0,
  "grt_use_total": 0.0200,
  "synth_dominant_cell_count": "dfxtp_1",
  "maxSlewViolCount": 0,
  "synth.avg_cell_area_sq_um": 12.9,
  "routed_wl_um": 534,
  "place_ws_ns": -0.0180,
  "hold_path_class": "flip-flop to flip-flop",
  "slew_headroom": 0.877,
  "drive_above_1_share": 0.405,
  "ant_nets": 0,
  "cp_cell_sequence": "dlygate4sd2_1",
  "grt_pass1_wl_um": 952,
  "warnings": 26,
  "n_antenna_cell": 0,
  "top_cells_by_area": "dfxtp_1, nor2b_2, ha_1",
  "crit_required_ns": 0.88,
  "synth_top_flop_cell": "dfxtp_1",
  "crit_end": "pulse_out",
  "start_kind": "flip-flop",
  "seq_area_sq_um": 240,
  "die_width_um": 80,
  "final_hold_viol_count": 0,
  "top_cells_by_count": "dfxtp_1, nor2b_2",
  "clk_pin_slew_ns": 0.05,
  "cp_top_family": "flip-flops",
  "grt-ovfl-total": 0,
  "comb_area_sq_um": 133,
  "ys_seq_frac": 0.619,
  "via_per_inst": 2.56,
  "clock-sinks": 12,
  "critPathKind": "flip-flop to primary output",
  "max-vdd-ir-drop_mv": 0.599,
  "edf_count": 0,
  "fin_skew_ns": 0.00374,
  "timing.rr.start": "en_reg3",
  "core_area_sq_um": 3420,
  "area_growth_syn_to_layout_pct": 36.8,
  "cp-startpoint": "pulse_out",
  "fp-utilization": 0.114,
  "r2r_cells": 4,
  "fill_cells": 396,
  "yosysTopAreaCell": "dfxtp_1",
  "hold_buffers": 0,
  "cp_num_cells": 1,
  "ios": 5,
  "cp_max_fo": 1,
  "setup_viol_count_final": 0,
  "portBuffers": 3,
  "synth_top_area_share": 0.619,
  "tightest_slew_ns": 0.185,
  "die_area_sq_um": 6400,
  "ys_warn_count": 0,
  "reg2reg_setup_slack_ns": 0.15,
  "netlist_area_sq_um": 388,
  "routed-via-count": 225,
  "drc": 0,
  "synth_flops": 12,
  "status": "complete, no violations",
  "place_congestion": 0.668,
  "ys_chip_area_sq_um": 388
}
[registers in the layout, summed over array words and instances, names as in the netlist]
name       flops
set_reg3       1
en_reg3        1
in_reg3        1
in_reg2        1
en             1
set_reg2       1
in_reg1        1
pulse_out      1
set_reg1       1
en_reg2        1
en_reg1        1
set            1
[how the worst min path moves through the flow]
| stage | startpoint | end | slack [ns] | cells after the start |
|---|---|---|---|---|
| after CTS | in_reg1 | in_reg2 | 0.44 | 1 |
| final | in_reg1 | in_reg2 | 0.44 | 1 |
| after global routing | en_reg1 | en_reg2 | 0.46 | 1 |
[what timing repair did]
item | CTS | global route
setup endpoints to repair | 1 | 0
resized | 1 | 0
buffers inserted | 0 | 0
[per-layer routing]
metal / wire length (um) / vias to the layer above / GRT usage
li1: - / 116 / -
met1: 232 / 97 / 0.0189
met2: 200 / 10 / 0.0217
met3: 92 / 2 / 0.0284
met4: 8 / 0 / 0.0106
met5: 0 / - / 0
[kinds of logic after synthesis]
kind of cell,Yosys count,share of synthesized area
AND-OR/OR-AND,1,0.0194
flip-flops,12,0.619
buffers and inverters,2,0.0387
multiplexers,1,0.0258
AND/OR/NAND/NOR,13,0.265
adder cells (fa/ha/maj),1,0.0323
[per-stage QoR]
| stage | instances | cell area, sq um | hold slack [ns] | utilization | setup TNS [ns] |
|---|---|---|---|---|---|
| CTS | 88 | 531 | 0.440 | 0.155 | 0 |
| finish | 88 | 531 | 0.440 | 0.155 | 0 |
| floorplan | 30 | 388 | 0.293 | - | 0 |
| global placement | 80 | 479 | 0.420 | 0.140 | -0.0992 |
| detailed placement | 80 | 479 | 0.424 | 0.140 | -0.103 |
| global route | 88 | 531 | 0.458 | 0.155 | 0 |
[placed cells by master, fill, tap and decap left out]
master           netlist  layout
a21o_1                 1       1
nor3b_1                1       1
nor2_1                 1       1
clkdlybuf4s50_1        0       2
nor2b_1                1       1
mux2i_1                1       1
inv_1                  1       1
dfxtp_1               12      12
clkbuf_4               0       6
dlygate4sd2_1          0       1
nand2b_1               1       1
clkbuf_1               0       2
ha_1                   1       1
nor2b_2                9       9
buf_4                  0       2
[final cells by class]
type	instances	share of cell area
Sequential cell	12	0.453
Multi-Input combinational cell	16	0.250
Tap cell	46	0.108
Clock buffer	8	0.0991
Timing Repair Buffer	5	0.0825
Inverter	1	0.00708
[where the power goes]
group          total, mW  internal (mW)  switching (mW)
clock network      0.432          0.275           0.157
logic             0.0335         0.0203          0.0132
registers          0.448          0.446         0.00216
total              0.913          0.741           0.172
Power is estimated from default activity; no workload was simulated.
