## design/flow/design.v

```verilog
`timescale 1ns / 1ps
module Registers(
    input [511:0] CONFIG_REG,
    input [15:0] PULSE_REG,
    input CLK1,
    input RESET,
    output reg [15:0] config_reg_0,
    output reg pulse_reg_0
    );
 always@(posedge CLK1 or posedge RESET)
  begin
   if(RESET)
    begin
    config_reg_0<=16'b0;
    pulse_reg_0<=1'b0;
    end
   else
    begin
    config_reg_0<=CONFIG_REG[15:0];
    pulse_reg_0<=PULSE_REG[0];
    end
  end
endmodule
```

## design/flow/run.sh

```bash
#!/bin/bash
# OpenROAD 26Q1-2900-gdf79404cd8, Yosys 0.63+post, stock flow scripts
make -C /OpenROAD-flow-scripts/flow DESIGN_CONFIG=/design/flow/config.mk WORK_HOME=/design/flow/orfs finish
```

## design/flow/config.mk

```make
export PLATFORM = sky130hd
export DESIGN_NAME = Registers
export DESIGN_NICKNAME = Registers
export VERILOG_FILES = /design/flow/design.v
export SDC_FILE = /design/flow/constraint.sdc
export NUM_CORES = 4
export LEC_CHECK = 1
export CORE_AREA = 10 10 216 216
export DIE_AREA = 0 0 226 226
export SYNTH_HDL_FRONTEND = slang
```

## design/flow/constraint.sdc

```tcl
current_design Registers

set clk_period 1.0
set clk_io_pct 0.2

create_clock -name clk0 -period $clk_period [get_ports {CLK1}]

set non_clock_inputs [all_inputs -no_clocks]
set_input_delay [expr $clk_period * $clk_io_pct] -clock clk0 $non_clock_inputs
set_output_delay [expr $clk_period * $clk_io_pct] -clock clk0 [all_outputs]
```

==> results.ini <==
[run_status]
status=finished, final reports clean

[power]
power_density_nw_per_um2=1094
peakVddDrop_v=0.001040
p_leak_nw=0.3983

[finish]
mostFrequentLayoutCells=clkdlybuf4s50_1 (18), dfrtp_1 (17), clkbuf_2 (13), clkbuf_16 (3), buf_6 (3)
fillers=4916
area_growth_pct=246.4
final_common_cell=clkdlybuf4s50_1
comb.multi_input.count=0
instances_no_fill=598
logic_area_um2=0
drive_gt1_share_pct=35.59
final_area_um2=1486

[logic_synthesis]
yosys_warnings=0
topCellsByArea=dfrtp_1 (99%), inv_1 (0.87%)
numSynthFlops=17
top_cell_area_share_pct=99.13
netlist_instances=18
yosys_area_um2=429.2
top_area_cell=dfrtp_1
syn_area_um2=429.2
ys_seq_share_pct=99.13
ys_cells=18
avgSynthCellArea_um2=23.84
synth_cell_type_count=2

[detailed_routing]
viasPerCell=0.5067
wl_per_cell_um=2.920
drc=0
met1Wirelength_um=783
n_antenna_cell=0
ant_nets=0
highest_layer=met4
wl_met3_um=282
vias=303
firstDrtPassIters=1
wl_met2_um=665
drt-initial-drc-count=0
drt_wl_total_um=1746

[cts]
cts_max_path_buffers=2
cts_setup_buffers=0
cts_hold_buf=0
cts-buffers-inserted=3
root_buffer=clkbuf_16
cts_sinks=17
cts.reportedPaths.clkPinSlew_ns=0.04
post_cts_resized=45
cts_tree=yes
h-tree-depth=1

[global_routing]
grt_pass1_wl_um=2601
grt_pass1_vias=376
overflow=0
track_usage_pct=0.6933
grt_start_max_net_pins=10
grt_antenna_before_repair=0

[setup_path]
cp_max_fo=1
cp.arrival_ns=0.79
crit_chain=buf_6
cp_slowest_cell=dfrtp_1
start_kind=register
worstPathRequired_ns=0.80
cp_top_family=flip-flops
path_class=reg -> out
crit_path_end_kind=output pin
cp_num_buf_inv=1
path_depth=1
critPathMaxStageDelay_ns=0.41

[floorplanning]
io_pins=547
dieHeight_um=226
floorplanUtilization_pct=1.023
core_area_um2=41950
dieArea_um2=51080
die_w_um=226
fp-row-count=75

[final_timing]
worstMarginPinSlew_ns=0.1503
rsz0062_at_grt=yes
setup_violations=0
maxSlewViolCount=0
tns_ns=0
finalCriticalPeriod_ns=0.9925
finalClockPeriodUsage_pct=99.25
hold_viol_final=0
max_freq_mhz=1008
slew_headroom_pct=89.98

[placement]
place_area_um2=1469
dp.cells=594
globalplace.congestion=0.6232
portBuffers=35
dpl.hpwl_um=1611

[job]
maxCapViolCount=0
warnings=538

[min_path]
hold_class=in -> async

power by group:
part / total [mW] / switching, mW / internal, mW / leakage [nW]
sequential: 0.739 / 0.0145 / 0.725 / 0.198
combinational: 0.130 / 0.0337 / 0.0960 / 0.162
clock: 0.757 / 0.220 / 0.538 / 0.0382
total: 1.63 / 0.268 / 1.36 / 0.398
cells in the mapped netlist:
library cell,number
inv_1,1
dfrtp_1,17
registers in the layout, indices dropped and copies added (netlist names):
signal        cells
config_reg_0     16
pulse_reg_0       1
cells by family (layout without fill, tap and decap cells):
family / after synthesis / count (layout) / synth area share, %
buffers and inverters: 1 / 42 / 0.8738
flip-flops: 17 / 17 / 99.13
per-stage QoR:
step / worst slack (ns) / power [mW] / utilization [%] / hold WS [ns]
final: 0.007549 / 1.626 / 3.544 / 0.2606
after global routing: -0.03872 / 1.706 / 3.544 / 0.3038
after CTS: -0.02406 / 1.671 / 3.699 / 0.2670
after detailed placement: -0.1806 / 0.9125 / 3.502 / 0.5082
after global placement: -0.1808 / 0.9139 / 3.502 / 0.5289
after floorplan: 0.4879 / 0.7443 / - / 0.1261
how the worst max path moves through the flow:
stage | start | endpoint | slack [ns]
after CTS | config_reg_0[14] | config_reg_0[14] | -0.02
after global routing | config_reg_0[14] | config_reg_0[14] | -0.04
final | config_reg_0[2] | config_reg_0[2] | 0.008
metal layers:
| layer | GRT usage, % | up-vias |
|---|---|---|
| li1 | - | 134 |
| met1 | 0.9571 | 135 |
| met2 | 0.8647 | 32 |
| met3 | 0.4626 | 2 |
| met4 | 0.1307 | 0 |
| met5 | 0 | - |
area by class of cell:
class / instances / area, um^2 / area share [%]
well taps: 539 / 674.4 / 45.37
flip-flops and latches: 17 / 425.4 / 28.62
repair buffers: 37 / 304.0 / 20.45
clock buffers: 4 / 78.83 / 5.303
inverters: 1 / 3.754 / 0.2525
Power and IR drop assume default switching activity.
